==> ./design.v <==
module hex2ascii #(
	parameter HEX_BIT_WIDTH =  2  
) (
	input  wire        rst_ni,
	input  wire        clk_i,
	input  wire        hex_den_i,
	input  wire  [HEX_BIT_WIDTH*4-1:0] hex_data_i,
	output wire        cvt_busy_o,
	output wire        ascii_den_o,
	output wire  [7:0] ascii_data_o
);
localparam CNTR_BIT_WIDTH = 
   (HEX_BIT_WIDTH<=32'h00000002)? 1  : (HEX_BIT_WIDTH<=32'h00000004)? 2  : (HEX_BIT_WIDTH<=32'h00000008)? 3  : (HEX_BIT_WIDTH<=32'h00000010)? 4  :
   (HEX_BIT_WIDTH<=32'h00000020)? 5  : (HEX_BIT_WIDTH<=32'h00000040)? 6  : (HEX_BIT_WIDTH<=32'h00000080)? 7  : (HEX_BIT_WIDTH<=32'h00000100)? 8  :
   (HEX_BIT_WIDTH<=32'h00000200)? 9  : (HEX_BIT_WIDTH<=32'h00000400)? 10 : (HEX_BIT_WIDTH<=32'h00000800)? 11 : (HEX_BIT_WIDTH<=32'h00001000)? 12 :
   (HEX_BIT_WIDTH<=32'h00002000)? 13 : (HEX_BIT_WIDTH<=32'h00004000)? 14 : (HEX_BIT_WIDTH<=32'h00008000)? 15 : (HEX_BIT_WIDTH<=32'h00010000)? 16 :
   (HEX_BIT_WIDTH<=32'h00020000)? 17 : (HEX_BIT_WIDTH<=32'h00040000)? 18 : (HEX_BIT_WIDTH<=32'h00080000)? 19 : (HEX_BIT_WIDTH<=32'h00100000)? 20 :
   (HEX_BIT_WIDTH<=32'h00200000)? 21 : (HEX_BIT_WIDTH<=32'h00400000)? 22 : (HEX_BIT_WIDTH<=32'h00800000)? 23 : (HEX_BIT_WIDTH<=32'h01000000)? 24 :
   (HEX_BIT_WIDTH<=32'h02000000)? 25 : (HEX_BIT_WIDTH<=32'h04000000)? 26 : (HEX_BIT_WIDTH<=32'h08000000)? 27 : (HEX_BIT_WIDTH<=32'h10000000)? 28 :
   (HEX_BIT_WIDTH<=32'h20000000)? 29 : (HEX_BIT_WIDTH<=32'h40000000)? 30 : (HEX_BIT_WIDTH<=32'h80000000)? 31 : (HEX_BIT_WIDTH<=32'hFFFFFFFF)? 32 :
   -1;
reg  [1:0]                 s_hex_den_d;
reg  [HEX_BIT_WIDTH*4-1:0] s_hex_data;
wire                       s_hex_den_rz;
reg  [CNTR_BIT_WIDTH-1:0]  s_cvt_cntr;
reg                        s_cvt_en;
reg  [HEX_BIT_WIDTH*4-1:0] s_sft_data;
reg                        s_ascii_den;
reg  [7:0]                 s_ascii_data;
always @(negedge rst_ni, posedge clk_i)
begin
	if(~rst_ni) begin
		s_hex_den_d <= 2'b0;
		s_hex_data  <= {HEX_BIT_WIDTH*4{1'b0}};
	end else if(clk_i) begin
		s_hex_den_d <= {s_hex_den_d[0], hex_den_i};
		s_hex_data  <= hex_data_i;
	end
end
assign s_hex_den_rz = (s_hex_den_d == 2'b01) ? 1'b1 : 1'b0;
always @(negedge rst_ni, posedge clk_i)
begin
	if(~rst_ni) begin
		s_cvt_cntr <= {CNTR_BIT_WIDTH{1'b0}};
	end else if(clk_i) begin
		if (s_hex_den_rz)
			s_cvt_cntr <= 1'b1;
		else if (s_cvt_cntr != HEX_BIT_WIDTH[CNTR_BIT_WIDTH-1:0])
			s_cvt_cntr <= s_cvt_cntr + 1'b1;
	end
end
always @(negedge rst_ni, posedge clk_i)
begin
	if(~rst_ni) begin
		s_cvt_en <= 1'b0;
	end else if(clk_i) begin
		if (s_hex_den_rz)
			s_cvt_en <= 1'b1;
		else if (s_cvt_cntr == HEX_BIT_WIDTH[CNTR_BIT_WIDTH-1:0])
			s_cvt_en <= 1'b0;
	end
end
assign cvt_busy_o = s_cvt_en;
always @(negedge rst_ni, posedge clk_i)
begin
	if(~rst_ni) begin
		s_sft_data <= {HEX_BIT_WIDTH*4{1'b0}};
	end else if(clk_i) begin
		if (s_hex_den_rz)
			s_sft_data <= s_hex_data;
		else
			s_sft_data <= s_sft_data << 4;
	end
end
always @(negedge rst_ni, posedge clk_i)
begin
	if(~rst_ni) begin
		s_ascii_den  <= 1'b0;
		s_ascii_data <= 8'b0;
	end else if(clk_i) begin
		s_ascii_den  <= s_cvt_en;
		case(s_sft_data[(HEX_BIT_WIDTH*4-1):((HEX_BIT_WIDTH-1)*4)])
			4'h0, 4'h1, 4'h2, 4'h3, 4'h4,
			4'h5, 4'h6, 4'h7, 4'h8, 4'h9:
				s_ascii_data <= {4'h3, s_sft_data[(HEX_BIT_WIDTH*4-1):((HEX_BIT_WIDTH-1)*4)]};
			4'hA: s_ascii_data <= 8'h41;
			4'hB: s_ascii_data <= 8'h42;
			4'hC: s_ascii_data <= 8'h43;
			4'hD: s_ascii_data <= 8'h44;
			4'hE: s_ascii_data <= 8'h45;
			4'hF: s_ascii_data <= 8'h46;
		endcase
	end
end
assign ascii_den_o  = s_ascii_den;
assign ascii_data_o = s_ascii_data;
endmodule
==> ./run.sh <==
#!/bin/bash
# OpenROAD 26Q1-2900-gdf79404cd8, Yosys 0.63+post, stock flow scripts
make -C /OpenROAD-flow-scripts/flow DESIGN_CONFIG=/design/flow/config.mk WORK_HOME=/design/flow/orfs finish
==> ./config.mk <==
export PLATFORM = sky130hd
export DESIGN_NAME = hex2ascii
export DESIGN_NICKNAME = hex2ascii
export VERILOG_FILES = /design/flow/design.v
export SDC_FILE = /design/flow/constraint.sdc
export NUM_CORES = 4
export LEC_CHECK = 1
export CORE_AREA = 10 10 80 80
export DIE_AREA = 0 0 90 90
==> ./constraint.sdc <==
current_design hex2ascii

set clk_period 2.5
set clk_io_pct 0.2

create_clock -name clk0 -period $clk_period [get_ports {clk_i}]

set non_clock_inputs [all_inputs -no_clocks]
set_input_delay [expr $clk_period * $clk_io_pct] -clock clk0 $non_clock_inputs
set_output_delay [expr $clk_period * $clk_io_pct] -clock clk0 [all_outputs]
==> impl_metrics.csv <==
group,metric,value,unit
outcome,outcome,"completed",
routing,drt_iter0_markers,16,
critical_path,crit_required,2.00,ns
layout,final_cells,138,
clock_tree,cts_tree,"done",
timing,fin_skew,0.001510,ns
synth,postSynthSeqShare,76.70,%
synth,syn_area,880.8,sq um
clock_tree,ctsHoldBuffers,0,
worst_hold_path,hold_path_class,"flop to flop",
layout,area_growth,34.23,%
clock_tree,cts.sinks,27,
synth,ys_cells,50,
power_and_ir_drop,comb_power_share,8.4,%
synth,avgSynthCellArea,17.62,sq um
routing,vias,414,
floorplan,rows,25,
layout,lay_top_count,"dfrtp_1",
clock_tree,ctsResizeCount,0,
layout,drive_gt1_share,22.54,%
timing,finalCritPeriodShare,63.65,%
routing,first_pass_iters,2,
synth,yosysWarnings,1,
global_routing,grt_start_max_net_pins,28,
clock_tree,path_clk_slew,0.08,ns
clock_tree,cts_setup_buffers,0,
synth,syn_inst,50,
synth,ys_chip_area,880.8,sq um
placement,dp_hpwl,936.7,um
power_and_ir_drop,powerDensity,650.9,nW/um^2
timing,setup_tns,0,ns
critical_path,crit_slowest_cell,"clkdlybuf4s50_1",
layout,lay_top_cells,"27 x dfrtp_1, 19 x clkdlybuf4s50_1, 4 x mux2_4, 4 x and2_2, 3 x clkbuf_8",
timing,finalHoldViolCount,0,
global_routing,grt.overflow.total,0,
run,warning_count,25,
critical_path,cp.arrival,1.09,ns
power_and_ir_drop,ir_worst_vdd,0.0003000,V
routing,wl_per_cell,9.022,um
critical_path,crit_type,"flop to output pin",
routing,num_antenna_cells,0,
global_routing,grt_pass1_wl,2201,um
timing,setup_violations,0,
power_and_ir_drop,power_frac_clock,30.3,%
clock_tree,cts_buffer_depth,2,
global_routing,track_usage,3.244,%
global_routing,antenna_found_initial,0,
synth,ys_ff,27,
floorplan,fp_util,18.65,%
floorplan,core-area,4723,sq um
global_routing,grt_pass1_vias,455,
power_and_ir_drop,switchingPower,151.3,uW
placement,dp.cells,134,
placement,place_ws,1.183,ns
timing,max_freq,628.4,MHz
routing,wirelength,1245,um
timing,grt_setup_unrepaired,"no",
floorplan,pin_count,21,
floorplan,die_y,90,um
power_and_ir_drop,seq_power_share,61.3,%
power_and_ir_drop,power.total,769.6,uW
run,maxCapViolations,0,
floorplan,chipWidth,90,um
synth,largest_area_cell,"dfrtp_1",
critical_path,cpPeakStageDelay,0.47,ns
clock_tree,h-tree-depth,1,
routing,ant_nets,0,
power_and_ir_drop,switching_share,19.66,%
placement,io_buffer_count,19,
clock_tree,clock.latency.late_pin,0.26,ns
routing,drc,0,
power_and_ir_drop,p_leak,0.0005257,uW
floorplan,dieArea,8100,sq um
clock_tree,cts_buffers,3,
critical_path,path_delay_family,"buffers and inverters",
critical_path,cp_num_buf_inv,1,
placement,gp_congestion,0.6824,
timing,period_needed,1.591,ns
synth,topCellsByArea,"dfrtp_1 77%, mux2_4 6.8%, and2_2 3.4%, buf_4 1.7%, nor2b_4 1.6%",
timing,worst_slack,0.9087,ns
synth,yosys.area.top_type_share,76.70,%
critical_path,cp_max_fo,3,
timing,slew_violations,0,
routing,via_per_inst,3.000,
synth,synthDistinctLibCells,16,
critical_path,path_cells,"clkdlybuf4s50_1",
critical_path,end_kind,"output pin",
critical_path,cp-start-kind,"flop",
clock_tree,cts-root-buf,"clkbuf_8",
power_and_ir_drop,internal-power,618.3,uW
-- layout make-up --
type,count,area (sq um)
Sequential cell,27,675.6
Multi-Input combinational cell,18,171.4
Tap cell,67,83.83
Inverter,2,7.507
Clock inverter,1,5.005
Fill cell,485,3541
Clock buffer,3,41.29
Timing Repair Buffer,20,197.7
-- cells by family after synthesis --
family	synth area share [%]
xor+xnor	0.9945
other cells	0.4257
buf+inv	3.835
flops	76.70
simple gates	7.813
mux	6.818
compound gates	3.409
-- per-layer routing --
layer	track usage [%]	wire, um	share of wire (%)	up-vias
met5	0	0	0	-
met4	0.3979	12	0.96	0
met3	1.928	132	11	2
met2	4.600	488	39	21
met1	4.293	612	49	196
li1	-	-	-	195
-- path summary, 6_finish.rpt --
kind                            slack, ns  cells past startpoint           start               to
worst max-delay path                 0.91                      1        s_cvt_en       cvt_busy_o
worst min-delay path                 0.39                      0  s_hex_den_d[0]   s_hex_den_d[1]
worst max register to register       1.39                      2  s_hex_den_d[1]    s_sft_data[4]
worst min register to register       0.39                      0  s_hex_den_d[0]   s_hex_den_d[1]
max in group asynchronous            1.65                      2          rst_ni    s_hex_data[0]
min in group asynchronous            0.60                      2          rst_ni  s_ascii_data[1]
-- cells in the mapped netlist --
cell / count
a21o_2: 1
buf_6: 1
o21ai_2: 1
o21ai_0: 1
dfrtp_1: 27
nor2b_4: 1
mux2_4: 4
xnor2_1: 1
a21boi_0: 1
nor2b_1: 1
conb_1: 1
nand4bb_1: 1
buf_4: 2
nor3b_1: 1
inv_1: 2
and2_2: 4
-- registers in the layout (all words and copies together) (netlist names) --
| register | count |
|---|---|
| s_hex_data | 8 |
| s_sft_data | 8 |
| s_ascii_data | 6 |
| s_hex_den_d | 2 |
| s_ascii_den | 1 |
| s_cvt_cntr | 1 |
| s_cvt_en | 1 |
-- power groups by stage --
stage	registers [uW]	logic, uW	clock network (uW)
after CTS	472	67.4	244
after global routing	475	73.1	268
final	472	64.9	233
-- per-stage QoR --
| stage | hold WS (ns) | cell area, sq um | util, % |
|---|---|---|---|
| 2_1_floorplan | 0.2044 | 880.8 | - |
| 3_3_place_gp | 0.3649 | 1136 | 24.05 |
| 3_5_place_dp | 0.3687 | 1136 | 24.05 |
| 4_1_cts | 0.3952 | 1182 | 25.03 |
| 5_1_grt | 0.4026 | 1182 | 25.03 |
| 6_report | 0.3906 | 1182 | 25.03 |
Power is estimated from default activity; no workload was simulated.
